==> flow/design.v <==
module base_sampler_v2 (
  input  wire        clk,
  input  wire [71:0] rand_72_i,
  output wire [63:0] z0_o
);
  (* max_fanout = 10 *) wire [17:0] z0_step;
  (* max_fanout = 10 *) wire [71:0] rand_72;
  (* max_fanout = 10 *) reg  [63:0] z0_reg = 'd0;
  assign rand_72 = rand_72_i;
  assign z0_step[0]  = ((rand_72 <  72'd1) ? 1'b1 : 1'b0);  
  assign z0_step[1]  = ((rand_72 <  72'd198) ? 1'b1 : 1'b0);
  assign z0_step[2]  = ((rand_72 <  72'd28824) ? 1'b1 : 1'b0);
  assign z0_step[3]  = ((rand_72 <  72'd3104126) ? 1'b1 : 1'b0);
  assign z0_step[4]  = ((rand_72 <  72'd247426747) ? 1'b1 : 1'b0);
  assign z0_step[5]  = ((rand_72 <  72'd14602316184) ? 1'b1 : 1'b0);
  assign z0_step[6]  = ((rand_72 <  72'd638331848991) ? 1'b1 : 1'b0);
  assign z0_step[7]  = ((rand_72 <  72'd20680885154299) ? 1'b1 : 1'b0);
  assign z0_step[8]  = ((rand_72 <  72'd496969357462633) ? 1'b1 : 1'b0);
  assign z0_step[9]  = ((rand_72 <  72'd8867391802663976) ? 1'b1 : 1'b0);
  assign z0_step[10] = ((rand_72 <  72'd117656387352093658) ? 1'b1 : 1'b0);
  assign z0_step[11] = ((rand_72 <  72'd1163297957344668388) ? 1'b1 : 1'b0);
  assign z0_step[12] = ((rand_72 <  72'd8595902006365044063) ? 1'b1 : 1'b0);
  assign z0_step[13] = ((rand_72 <  72'd47667343854657281903) ? 1'b1 : 1'b0);
  assign z0_step[14] = ((rand_72 <  72'd199560484645026482916) ? 1'b1 : 1'b0);
  assign z0_step[15] = ((rand_72 <  72'd636254429462080897535) ? 1'b1 : 1'b0);
  assign z0_step[16] = ((rand_72 <  72'd1564742784480091954050) ? 1'b1 : 1'b0);
  assign z0_step[17] = ((rand_72 <  72'd3024686241123004913666) ? 1'b1 : 1'b0);  
  always@ (posedge clk) begin
    z0_reg[6:0] <=  (((z0_step[ 0] + z0_step[15]) + (z0_step[ 1] + z0_step[14])) + 
                     ((z0_step[ 2] + z0_step[13]) + (z0_step[ 3] + z0_step[12]))) + 
                    (((z0_step[ 4] + z0_step[11]) + (z0_step[ 5] + z0_step[10])) + 
                     ((z0_step[ 6] + z0_step[ 9]) + (z0_step[ 7] + z0_step[ 8]))) + 
                    (z0_step[16] + z0_step[17]);
  end
  assign z0_o = z0_reg;
endmodule
==> flow/run.sh <==
#!/bin/bash
# OpenROAD 26Q1-2900-gdf79404cd8, Yosys 0.63+post, stock flow scripts
make -C /OpenROAD-flow-scripts/flow DESIGN_CONFIG=/design/flow/config.mk WORK_HOME=/design/flow/orfs finish
==> flow/config.mk <==
export PLATFORM = sky130hd
export DESIGN_NAME = base_sampler_v2
export DESIGN_NICKNAME = base_sampler_v2
export VERILOG_FILES = /design/flow/design.v
export SDC_FILE = /design/flow/constraint.sdc
export NUM_CORES = 4
export LEC_CHECK = 1
export CORE_UTILIZATION = 40
export SYNTH_HDL_FRONTEND = slang
==> flow/constraint.sdc <==
current_design base_sampler_v2

set clk_period 5.7
set clk_io_pct 0.2

create_clock -name clk0 -period $clk_period [get_ports {clk}]

set non_clock_inputs [all_inputs -no_clocks]
set_input_delay [expr $clk_period * $clk_io_pct] -clock clk0 $non_clock_inputs
set_output_delay [expr $clk_period * $clk_io_pct] -clock clk0 [all_outputs]
==> impl_metrics.yaml <==
# generated from flow reports
run_status:
  run_status: "finished, violations left"
  failed_checks: "setup timing"
final_timing:
  worstMarginPinSlew_ps: 476
  final-hold-violation-count: 0
  rsz0062_at_grt: "yes"
  finalSetupTns_ps: -1020
  timing.final.crit_period_ps: 6030
  setup-violations-final: 4
  slew-limit-headroom_pct: 67.5
  final.setup.worst_slack_ps: -329
  report.final.slew_viol_count: 0
  finalClockPeriodUsage_pct: 106
  hold_ws_ps: 1650
  fmax_mhz: 166
floorplanning:
  row_count: 37
  die_width_um: 106
  pin_count: 137
  die_height_um: 106
  placeableCoreArea_mm2: 0.0104
  chip_area_mm2: 0.0112
  fp_util_pct: 41.5
synth:
  muxShareOfSynthArea_pct: 0
  yosys_area_mm2: 0.00430
  area_share_of_and_or_nand_nor_cells_after_synthesis_pct: 41.5
  main_logic_family_after_synthesis: "simple AND/OR/NAND/NOR gates"
  synth-async-reset-ratio_pct: 0
  flip_flops_with_a_built_in_enable: 0
  synth_warnings: 0
  post_synth_num_cell_types: 75
  netlist.top_cell.by_area: "buf_4"
  post_synth_inst_count: 655
  synthXorXnorAreaFrac_pct: 0.407
  main_area_contributors: "buf_4 10%, fa_1 5.6%, clkbuf_1 4.9%"
  synth-compound-area-share_pct: 30.1
  total_cells_reported_by_yosys_after_synthesis: 655
  numSynthFlops: 5
  ys_seq_share_pct: 2.33
  synth.avg_cell_area_um2: 6.56
  top_area_share_pct: 10.3
  postSynth.topFlopCell: "dfxtp_1"
  syn_area_mm2: 0.00430
  synthAdderAreaFrac_pct: 7.92
pwr:
  ir_drop_uv: 208
  switchingPower_mw: 0.218
  power.share.sequential_pct: 7.8
  p_int_mw: 0.287
  swShare_pct: 43.1
  powerDensity_mw_per_mm2: 68.3
  power_frac_clock_pct: 13.1
  p_leak_nw: 3.22
  power.share.combinational_pct: 79.1
worst_setup_path:
  startpoint_type: "input port"
  critPathCaptureType: "flop"
  cp.arrival_ps: 6130
  path_max_fanout: 2
  cp_data_required_time_ps: 5800
  timing.setup.critical_path_class: "input port to flop"
  timing.critical_path.from: "rand_72_i[33]"
cts:
  clock_path_buffers: 2
  clk_root_buf: "clkbuf_8"
  tritoncts: "yes"
  clk_pin_slew_worst_paths_ps: 40
  clock_sink_count: 5
  htree_levels: 1
  cts_inserted_buffers: 3
  ctsHoldBuffers: 0
layout:
  post_synthesis_to_final_layout_area_growth_pct: 71.9
  layout-drive-gt1-share_pct: 39.2
  post_layout_nonfiller_instances: 1094
  final_util_pct: 71.3
  mostFrequentLayoutCell: "buf_4"
  total_non_filler_cell_area_in_the_finished_layout_mm2: 0.00739
  n_fill_cell: 808
  largest_register_ffs: 5
  final_cell_mix: "265 x buf_4, 59 x conb_1, 42 x nand2_1"
global_route:
  grt_first_pass_wirelength_um: 30600
  global_route_usage_over_all_layers_pct: 35.1
  first_global_vias: 6098
  grt_antenna_before_repair: 0
  leftover_overflow_at_the_end_of_global_routing: 0
  grt_start_max_net_pins: 16
placement:
  dp.cells: 1061
  gpl.final_weighted_congestion: 0.978
  portBuffers: 77
  postPlaceCellArea_mm2: 0.00671
  hpwlAfterDp_um: 15600
routing:
  drt-initial-drc-count: 407
  post_drt_via_cell_ratio: 5.75
  dr.pass1.iters: 5
  insertedDiodeCount: 0
  drc_errors: 0
  routed_wl_um: 19700
  avgRoutedWirePerCell_um: 18.0
  vias: 6294
  postRouteAntennaNets: 0
run:
  drv_cap: 0
  warnings: 30
hold_path:
  origin_of_the_worst_min_delay_path: "rand_72_i[15]"
  timing.hold.worst.class: "input port to flop"
## per-layer routing
layer  vias up  routed length [um]  share of wire, %  track usage, %
li1       3010                   -                 -               -
met4         0                 853               4.3            12.9
met3        67                1580               8.0            6.31
met1      2927                8700                44            49.5
met2       290                8570                44            53.5
met5         -                   0                 0               0
## critical path, cell delays in order
cell and delay, ps:
dlygate4sd2_1 240, or4_4 560, buf_6 140, and4b_1 310, and3_4 220, nand2_2 50, a311o_1 280, fa_1 500
fa_1 420, fa_1 510, fa_1 430, inv_1 90, fa_2 460, ha_4 180, fa_2 370, a21oi_2 120
o21bai_1 70
## through the flow
step	setup WS (ps)	power, mW
detailed placement	-1080	0.406
global route	-483	0.540
CTS	-303	0.490
global placement	-1090	0.408
finish	-329	0.505
floorplan	-468	0.208
## power groups by stage
stage	sequential [mW]	clock, mW	combinational (mW)
finish	0.0392	0.0662	0.400
global route	0.0395	0.0726	0.428
CTS	0.0392	0.0680	0.382
## cell type report
| type | count | area, um2 | area share, % |
|---|---|---|---|
| clock buffers | 3 | 41.3 | 0.559 |
| clock inverters | 1 | 5.00 | 0.0677 |
| inverters | 23 | 86.3 | 1.17 |
| multi-input cells | 567 | 4080 | 55.2 |
| flip-flops and latches | 5 | 100 | 1.35 |
| well taps | 136 | 170 | 2.30 |
| repair buffers | 359 | 2910 | 39.4 |
## worst paths after layout
kind      end  slack (ps)  cells after the start
min   z0_o[0]        1650                      4
max   z0_o[4]        -330                     17
## repair_timing
action	4_1_cts	5_1_grt
buffers inserted	27	1
endpoints found under the setup margin	5	5
cloned	1	0
pin swaps	34	11
gates resized	128	34
## cell usage after synthesis (all sizes together) (4+ instances only)
| cell type | n |
|---|---|
| buf | 62 |
| clkbuf | 56 |
| nand2 | 45 |
| nor2 | 44 |
| o21ai | 36 |
| a21oi | 35 |
| nor3 | 31 |
| nor4 | 26 |
| nand3 | 25 |
| inv | 23 |
| nand4 | 21 |
| or4 | 14 |
| a211oi | 13 |
| fa | 12 |
| nand2b | 12 |
| nand4b | 12 |
| a31oi | 11 |
| a21o | 9 |
| and3 | 9 |
| nor4bb | 9 |
| or3 | 9 |
| ha | 8 |
| o211ai | 8 |
| o31ai | 8 |
| or2 | 8 |
| a2111oi | 7 |
| o21a | 7 |
| a211o | 6 |
| nor2b | 6 |
| and2 | 5 |
| dfxtp | 5 |
| o2111ai | 5 |
| o21bai | 5 |
| or4b | 5 |
| a41o | 4 |
| nand4bb | 4 |
| o211a | 4 |
| o31a | 4 |
| o41ai | 4 |
## cell families (layout without fill, tap and decap cells)
| group | count (synthesis) | count (layout) |
|---|---|---|
| DFF | 5 | 5 |
| and+or+nand+nor | 300 | 300 |
| other | 1 | 59 |
| AOI/OAI and AO/OA | 186 | 186 |
| buffers and inverters | 141 | 386 |
| adders and majority gates | 20 | 20 |
| xor gates and xnor gates | 2 | 2 |
Power is estimated from default activity; no workload was simulated.
