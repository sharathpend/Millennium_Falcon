==> ./design.v <==
module approxexp_loop (
  input  wire clk,
  input  wire C_index,
  input  wire y_init,
  input  wire y_loop,
  input  wire [63:0] z_i,
  output wire [63:0] y_o
);
  reg [63:0] y_reg = 'd0;
  wire [127:0] y_z_prod; 
  reg [63:0] C_reg [0:12] = { 64'h00000004741183A3,
                              64'h00000036548CFC06,
                              64'h0000024FDCBF140A,
                              64'h0000171D939DE045,
                              64'h0000D00CF58F6F84,
                              64'h000680681CF796E3,
                              64'h002D82D8305B0FEA,
                              64'h011111110E066FD0,
                              64'h0555555555070F00,
                              64'h155555555581FF00,
                              64'h400000000002B400,
                              64'h7FFFFFFFFFFF4800,
                              64'h8000000000000000};
  assign y_z_prod = y_reg * z_i;
  always@ (posedge clk) begin
    if (y_init) begin
      y_reg <= C_reg[0];
    end else if (y_loop) begin
      y_reg <= C_reg[C_index] + y_z_prod[126:63];
    end
  end
  assign y_o = y_reg;
endmodule
==> ./run.sh <==
#!/bin/bash
# OpenROAD 26Q1-2900-gdf79404cd8, Yosys 0.63+post, stock flow scripts
make -C /OpenROAD-flow-scripts/flow DESIGN_CONFIG=/design/flow/config.mk WORK_HOME=/design/flow/orfs finish
==> ./config.mk <==
export PLATFORM = sky130hd
export DESIGN_NAME = approxexp_loop
export DESIGN_NICKNAME = approxexp_loop
export VERILOG_FILES = /design/flow/design.v
export SDC_FILE = /design/flow/constraint.sdc
export NUM_CORES = 4
export LEC_CHECK = 1
export CORE_UTILIZATION = 30
export SYNTH_HDL_FRONTEND = slang
==> ./constraint.sdc <==
current_design approxexp_loop

set clk_period 41.9
set clk_io_pct 0.2

create_clock -name clk0 -period $clk_period [get_ports {clk}]

set non_clock_inputs [all_inputs -no_clocks]
set_input_delay [expr $clk_period * $clk_io_pct] -clock clk0 $non_clock_inputs
set_output_delay [expr $clk_period * $clk_io_pct] -clock clk0 [all_outputs]
==> results.txt <==
flow finished, numbers: Max-Cap Viols=0, CTS tree=done, IO Pins=132, Root Buffer=clkbuf_16, total clock sinks=around 64, final period utilization=50.2%, Setup CP Type=input port to register, CP Max Fanout=41, global-route wire length before repair=636000 um, area leader, netlist=fa_1, post-layout min period=21020 ps, antenna viol nets, final=0, Post-DP HPWL=340000 um, die height=between 600 and 700 um, Hold Buf Count CTS=0, post-synthesis sequential area ratio=1.46%, # DRC=0, CP startpoint kind=input port, clock tree buffer depth=2, final setup vio count=0, highest-delay cell along the critical path=nor3_1, status=finished, final reports clean, fp util=a little under a third, Non-Filler Instances=19.8k, CTS resizes=0, Vias/cell=4.73, CTS buffer count=9, Top FF cell, synth=edfxtp_1, # Cells Yosys=14.6k, Tool Warnings=25, CP arrival=between 20000 and 25000 ps, Syn-to-layout area delta=5.47%, WHS=just under 2000 ps, initial antenna violation count=29, Total Wirelength=406000 um, total negative setup slack=0 ps, Netlist cell types=91, max FFs per register=64, top cells, area=fa_1 (58%), inv_1 (10%), nand2_1 (8.0%), DR iter-0 viols=4061, Die ar.=between 0.4 and 0.5 sq mm, most used cell, CP=fa_1, yosys stat area=0.132 sq mm, IO Port Bufs=131, Synth warnings=0, required time worst endpoint=42000 ps, setup repair after global routing missed its margin=no, share of cells above drive strength 1=3.00%, Worst setup EP type=register, Most Crowded Layer GR=met2, # rows=242, Avg Inst Size Synth=approximately 9.0 sq um, WL/cell=a little over 20 um, clock skew=11.3 ps, Clock Latency Late Sink=360 ps, Routability Congestion=0.999, total track usage=20.1%, top cells by count, synth=fa_1 (3835), inv_1 (3589), nand2_1 (2796), met3 global-route usage=8.38%, Final Hold Violating Endpoints=0, Max-slew headroom=38.6%, met1 Track Usage GR=25.8%, Hold Crit Class=register to register, crit-path max cell delay=680 ps, Post-Syn Area=between 0.1 and 0.15 sq mm, Die X=664 um, TritonRoute pass-1 iters=5, via count=94.0k, met2 Track Usage GR=a little under a third, core area=about 0.44 sq mm, GRT overflow=0, Max Slew Vio Count=0, most numerous cell in the Yosys netlist=fa_1, pin count of the biggest net entering global routing=55, EDFF count, synth=about 64, CTS clk-pin slew, worst paths=~60 ps, Setup Fix Bufs, Post-CTS=0, Gate Count Post-Synth=~15k, Post-synth ARST share=0%, maximum operating frequency=47.6 MHz, Top cell area share=58.4%, vias in the first global route=104k, Tightest Pin Transition=912 ps, H-Tree Depth=3, Yosys reg bits=64, Cells after DPL=19.8k
==> cells by family (layout without fill, tap and decap cells) <==
| kind of cell | count (synthesis) | count (layout) | synth area share [%] |
|---|---|---|---|
| buffers and inverters | 4537 | 4034 | 13.0 |
| muxes | 7 | 7 | 0.0571 |
| xor gates and xnor gates | 102 | 102 | 0.695 |
| other | 0 | 8 | 0 |
| DFF | 64 | 64 | 1.46 |
| AOI/OAI and AO/OA | 609 | 609 | 2.98 |
| adders and majority gates | 4500 | 4500 | 64.7 |
| and+or+nand+nor | 4791 | 4791 | 17.2 |
==> layout make-up <==
type | count | area, sq um
diodes | 8 | 20.0
clock buffers | 9 | 225
clock inverters | 7 | 95.1
fillers | 45000 | 297000
inverters | 3590 | 13500
multi-input cells | 10009 | 113000
flip-flops and latches | 64 | 1920
well taps | 5734 | 7170
repair buffers | 428 | 3250
==> layout by cell type, fill, tap and decap left out, types with 30 or more instances in the layout <==
cell	Yosys	final
a21o_1	46	46
nand4_1	77	77
o21ai_0	137	137
and2_1	1506	1506
inv_1	3589	3589
nand3_1	52	52
ha_1	665	665
nand2_1	2796	2796
clkdlybuf4s50_1	0	66
nor3_1	49	49
xnor2_1	64	64
a21oi_1	211	211
nor2_1	165	165
edfxtp_1	64	64
o21bai_1	30	30
xor2_1	36	36
buf_2	8	65
buf_4	0	294
fa_1	3835	3835
==> per-layer routing <==
layer / routed length [um] / part of all wire, % / vias up
met5: 150 / 0.037 / -
met4: 16000 / 3.9 / 18
met3: 42700 / 11 / 628
met2: 194000 / 48 / 4025
met1: 153000 / 38 / 48909
li1: - / - / 40376
==> per-stage QoR <==
stage	util [%]	cell area [sq um]	setup slack, ps
floorplan	-	132000	22660
global placement	31.8	138000	20720
detailed placement	31.8	138000	20780
CTS	31.9	139000	21110
global route	31.9	139000	20080
finish	31.9	139000	20880
==> final timing paths <==
check | startpoint | end | depth (start not counted) | slack [ps]
min reg2reg | y_o[63] | y_o[63] | 6 | 1970
min | y_o[63] | y_o[63] | 6 | 1970
max | z_i[13] | y_o[62] | 39 | 20880
max reg2reg | y_o[17] | y_o[61] | 49 | 28570
==> critical path: cells and delay by family <==
kind	cells	cell delay, ps
buf+inv	7	1460
mux	1	330
simple gates	5	1600
xor+xnor	1	170
fa+ha+maj	12	5890
compound gates	13	3190
